File: design/flow/run.sh
#!/bin/bash
# OpenROAD 26Q1-2900-gdf79404cd8, Yosys 0.63+post, stock flow scripts
make -C /OpenROAD-flow-scripts/flow DESIGN_CONFIG=/design/flow/config.mk WORK_HOME=/design/flow/orfs finish
File: design/flow/config.mk
export PLATFORM = sky130hd
export DESIGN_NAME = emaCalculator
export DESIGN_NICKNAME = emaCalculator
export VERILOG_FILES = /design/flow/design.v
export SDC_FILE = /design/flow/constraint.sdc
export NUM_CORES = 4
export LEC_CHECK = 1
export CORE_AREA = 10 10 112 112
export DIE_AREA = 0 0 122 122
File: design/flow/constraint.sdc
current_design emaCalculator

set clk_period 8.9
set clk_io_pct 0.2

create_clock -name clk0 -period $clk_period [get_ports {clk}]

set non_clock_inputs [all_inputs -no_clocks]
set_input_delay [expr $clk_period * $clk_io_pct] -clock clk0 $non_clock_inputs
set_output_delay [expr $clk_period * $clk_io_pct] -clock clk0 [all_outputs]
File: design/flow/design.v
module emaCalculator #(
    parameter logic [15:0] ALPHA = 16'd64   
)(
    input  logic        clk,
    input  logic        reset_n,
    input  logic        valid,          
    input  logic [15:0] data_in,        
    output logic [15:0] ema_out,        
    output logic        output_valid    
);
    logic [15:0] ema_reg;
    logic initialized;
    always_ff @(posedge clk or negedge reset_n) begin
        if (!reset_n) begin
            ema_reg <= 0;
            ema_out <= 0;
            output_valid <= 0;
            initialized <= 0;
        end else begin
            output_valid <= 0;
            if (valid) begin
                if (!initialized) begin
                    ema_reg <= data_in;
                    ema_out <= data_in;
                    initialized <= 1;
                    output_valid <= 1;
                end else begin
                    logic signed [16:0] diff;
                    logic signed [31:0] temp;
                    logic signed [15:0] ema_next;
                    diff = $signed(data_in) - $signed(ema_reg);
                    temp = diff * $signed(ALPHA);
                    ema_next = $signed(ema_reg) + (temp >>> 8);   
                    ema_reg <= ema_next;
                    ema_out <= ema_next;
                    output_valid <= 1;
                end
            end
        end
    end
endmodule
==> run summary <==
status = finished clean
final setup margin = 3631 ps
DP Worst Slack = 3397 ps
gr ovfl total = 0
DRT antenna net count = 0
drt wl/cell = 12.58 um
Die H = 122 um
Crit path top cell by count = a21oi_1
initial antenna violation count = 0
Starting DRT DRC Count = 123
Detailed Route WL = 5359 um
RSZ-0062 raised after global routing = no
Async S/R FF share, synth = 1.000
distinct lib cells = 41
Seq/Total Area, Yosys = 0.2133
met2 GRT Util = 0.1198
DP Area = 2624 um^2
setup TNS = 0 ps
Setup Crit Path Kind = in -> reg
site row count = 37
CP Data Arrival Time = 5450 ps
Area Growth Syn to Fin = 26.84%
routing usage on met1 = 0.1076
CTS buffer count = 3
R2R cell count = 17
Largest stage delay, worst path = 430 ps
worst path bufs/invs = 1
# hold bufs at CTS = 0
first-pass GRT wire length = 9252 um
sinks on the clock net = 18
syn avg cell area = 8.315 um^2
Final Util = 0.2618
CP endpoint kind = flop
hold depth = 2
f_max = 0.1898 GHz
Final Hold Viols = 0
RR Endpoint = ema_out[15]$_DFFE_PN0P_
largest area contributor in the netlist = dfrtp_1
Gate Count Post-Synth = 254
Via density = 4.277
die width = 122 um
chip area in the Yosys report = 2112 um^2
# Post-CTS Setup Buffers = 0
most instantiated logic cells after routing = 37 x a21oi_1, 35 x clkdlybuf4s50_1, 32 x ha_1, 27 x inv_1
GPL Wtd Cong = 0.8360
HP Start = ema_out[5]$_DFFE_PN0P_
share of post-route cells with drive strength above 1 = 0.05517
most used flip-flop cell = dfrtp_1
Final Max Tran Viols = 0
Synth flops = 18
crit-path cells = clkdlybuf4s50_1, ha_1, o21ai_0, a221o_1, o21ai_1, a21oi_1, a21oi_1, a21oi_1, xnor2_1, ha_1, a21oi_1, o21bai_1, a21oi_1, o31ai_4, xor2_1, a31o_1, a22oi_2
CTS tree = done
WHS Endpoint = ema_out[5]$_DFFE_PN0P_
post-synth top area share = 0.2133
synthesized cell area = 2112 um^2
largest net degree at the start of global routing = 36
element type at the critical path start = input port
GRT Util Overall = 0.07453
Slew @ Worst Pin = 353.9 ps
delay-heaviest family, CP = AND-OR/OR-AND gates
chip area = 14880 um^2
Commonest Layout Cell = a21oi_1
Post-synth EDFFs = 0
Crit-path slowest cell = clkdlybuf4s50_1
I/O pin count = 36
number of diodes = 0
CTS H-tree lvls = 1
biggest area cells = dfrtp_1 21%, ha_1 19%, a21oi_1 8.8%
crit path max fanout = 4
max_slew headroom = 0.7641
Yosys warnings = 1
final period utilization = 0.5920
Reg2Reg Setup Slack = 5130 ps
DR pass1 iterations = 4
worst reg2reg path startpoint = ema_out[1]$_DFFE_PN0P_
M3 GR Usage = 0.008451
Reg clk slew, reported paths = 80 ps
Max-cap violations = 0
min Tclk post-route = 5269 ps
fp util = 0.2064
I/O Buffers = 35
vias after detailed routing = 1822
Core ar. = 10230 um^2
gr busiest metal = met2
Hold WS = 602.8 ps
root buffer cell = clkbuf_8
clk_skew = 3.390 ps
design area = 2679 um^2
CTS resizes = 0
Critical Path RT = 9080 ps
Setup violations, final = 0
DRC Markers = 0
Max Buffers Root-to-Sink = 2
vias in the first global route = 1865
HP Class = reg -> reg
DPL Wire Length = 4302 um
Log Warnings = 27
yosys cell count = 254
Clock Latency Late Sink = 260 ps
-- routing by layer --
metal	wire, um	up-vias
li1	-	968
met1	2700	828
met2	2396	24
met3	214	2
met4	48	0
met5	0	-
-- worst max path at each step --
| stage | slack (ps) | cells past startpoint | end | start |
|---|---|---|---|---|
| after global routing | 3270 | 17 | ema_out[15]$_DFFE_PN0P_ | data_in[2] |
| after CTS | 3640 | 17 | ema_out[15]$_DFFE_PN0P_ | data_in[2] |
| final | 3630 | 17 | ema_out[15]$_DFFE_PN0P_ | data_in[2] |
-- cells by family after synthesis --
group           share of synthesized area
compound gates                     0.2405
simple gates                       0.1161
buf+inv                           0.06279
fa+ha+maj                          0.1991
xor+xnor                           0.1161
flops                              0.2133
mux                               0.05213
-- stage by stage --
step | instances
6_report | 426
5_1_grt | 426
4_1_cts | 426
3_5_place_dp | 422
3_3_place_gp | 422
2_1_floorplan | 254
-- synthesized netlist by cell type, types with 3 or more instances --
library cell	n
a21oi_1	37
xnor2_1	20
ha_1	32
o21ai_0	10
nand2_1	13
mux2i_1	11
nor2_1	20
clkbuf_1	4
dfrtp_1	18
nand2b_1	3
xor2_1	8
and3_1	3
inv_1	27
o21bai_1	5
nor2b_1	3
nand3_1	7
-- final cells by class --
class | count | area (um^2)
clock buffer | 4 | 55.05
fill | 1068 | 7552
inverter | 27 | 101.3
multi-input combinational | 203 | 1529
sequential | 18 | 450.4
tap | 136 | 170.2
timing repair buffer | 38 | 372.9
-- tightest hold or removal path: cells and delay by family, from the launching register on --
kind | cells | cell delay (ps)
DFF | 1 | 420
AOI/OAI and AO/OA | 1 | 40
and+or+nand+nor | 1 | 110
-- state kept, by name, summed over array words and instances, names as in the netlist --
signal / cells
ema_out: 16
output_valid: 1
initialized: 1
