[flow/constraint.sdc]
current_design smaCalculator

set clk_period 6.7
set clk_io_pct 0.2

create_clock -name clk0 -period $clk_period [get_ports {clk}]

set non_clock_inputs [all_inputs -no_clocks]
set_input_delay [expr $clk_period * $clk_io_pct] -clock clk0 $non_clock_inputs
set_output_delay [expr $clk_period * $clk_io_pct] -clock clk0 [all_outputs]
[flow/run.sh]
#!/bin/bash
# OpenROAD 26Q1-2900-gdf79404cd8, Yosys 0.63+post, stock flow scripts
make -C /OpenROAD-flow-scripts/flow DESIGN_CONFIG=/design/flow/config.mk WORK_HOME=/design/flow/orfs finish
[flow/config.mk]
export PLATFORM = sky130hd
export DESIGN_NAME = smaCalculator
export DESIGN_NICKNAME = smaCalculator
export VERILOG_FILES = /design/flow/design.v
export SDC_FILE = /design/flow/constraint.sdc
export NUM_CORES = 4
export LEC_CHECK = 1
export CORE_UTILIZATION = 30
[flow/design.v]
module smaCalculator #(
    parameter int N = 8   
)(
    input  logic        clk,
    input  logic        valid,          
    input  logic [15:0] data_in,        
    output logic [15:0] sma_out,        
    output logic        output_valid    
);
    logic [15:0] window [0:N-1];        
    logic [31:0] sum;                   
    int index;                          
    logic initialized;
    always_ff @(posedge clk) begin
        output_valid <= 0;
        if (valid) begin
            if (!initialized) begin
                for (int i = 0; i < N; i++) window[i] <= 0;
                sum <= 0;
                index <= 0;
                initialized <= 1;
            end else begin
                sum <= sum - window[index];
                window[index] <= data_in;
                sum <= sum + data_in;
                index <= (index + 1) % N;
                sma_out <= sum >> $clog2(N);   
                output_valid <= 1;
            end
        end
    end
endmodule
==> results.cfg <==
; physical design summary
[route]
firstDrtPassIters = 4
wl_mm = 3.38
diodes = 0
route.detailed.drc = 0
wl_per_cell_um = 12.5
vias = 1310
ant_nets = 0
vias_per_cell = 4.85
drt_iter0_markers = 69

[yosys]
synth.avg_cell_area_um2 = 12.5
synth_seq_share_pct = 55.5
top_area_cell = edfxtp_1
yosysUniqueCellTypes = 38
top_cell = edfxtp_1
area_leaders = edfxtp_1, ha_1, xnor2_1
synth.top_cell.area_share_pct = 54.5
yosys-top-cells-count = edfxtp_1, ha_1, nor2_1
synth-seq-cells = 36
ys_cells = 154
edf_count = 35
flop_cell = edfxtp_1
netlist_area_um2 = 1930
synthArstFlopShare_pct = 0
syn_inst = 154
yosys_area_um2 = 1930
synth-warning-count = 1

[cells_and_area]
drive_gt1_share_pct = 8.72
syn2layout_area_growth_pct = 27.6
comb_area_um2 = 818
register_area_um2 = 1070
post-route-util_pct = 40.6
num-fill-cells = 572

[critical_path]
r2r_cells = 9
rr_startpoint = sum[0]
r2r-end = sum[14]
timing.reg2reg.setup_slack_ns = 4.56
worstSetupEndpoint = sum[14]
crit_start = data_in[0]
path_class = in -> reg
required_ns = 6.74
cp-end-kind = flop
path_max_fanout = 4
start_kind = primary input
worstPathArrival_ns = 3.38

[clock_tree]
cts_buffer_depth = 2
ctsHoldBuffers = 0
ctsResizeCount = 0
clkSlewWorstSetupHoldPaths_ns = 0.08
clock_sinks = 36
tritoncts = yes
cts-htree-levels = 2
cts_buffers = 5
clk_latency_ns = 0.29
cts_setup_buffers = 0
clock-root-buffer = clkbuf_8

[floorplan]
die_h_um = 82.2
initCoreUtil_pct = 31.8
die_w_um = 82.2
dieArea_um2 = 6750
ios = 35
core_um2 = 6060
rows = 28

[global_routing]
grt-ovfl-total = 0
grtUsageTotal_pct = 11.5
grt_pass1_wl_mm = 5.75
antenna_found_initial = 0
grt_max_degree = 37
grt_pass1_vias = 1254

[timing]
min_period_over_period_pct = 49.7
clock_skew_ns = 0.0108
max_freq_mhz = 300
setup_violations = 0
min_period_ns = 3.33
finalHoldViolations = 0
rsz0062_at_grt = false
slew_headroom_pct = 69.1
tns_ns = 0
worst_pin_slew_ns = 0.463
final_max_slew_viol_count = 0

[worst_hold_path]
hold_path_class = reg -> reg

[placement]
hpwl_mm = 2.33
gp_congestion = 0.829
portBuffers = 34

[power]
peakVddDrop_mv = 0.163
p_leak_nw = 0.922
power_density_nw_per_um2 = 423

[flow_run]
max-cap-violations = 0
warning_count = 25

[status]
status = finished clean
## worst min path at each step
stage	start	endpoint	slack [ns]	cells after the start
after CTS	sum[13]	sma_out[10]	0.45	0
final	sum[13]	sma_out[10]	0.45	0
after global routing	sum[13]	sma_out[10]	0.45	0
## through the flow
step | instance area (um^2) | power, mW | hold slack [ns] | instances | setup slack (ns)
final | 2460 | 1.04 | 0.449 | 270 | 3.37
after global routing | 2460 | 1.13 | 0.454 | 270 | 3.16
after CTS | 2460 | 1.05 | 0.450 | 270 | 3.36
after detailed placement | 2350 | 0.857 | 0.440 | 262 | 3.05
after global placement | 2350 | 0.852 | 0.435 | 262 | 3.09
after floorplan | 1930 | 0.731 | 0.431 | 154 | 3.67
## critical path: stages
cell and delay [ns]:
clkdlybuf4s50_1 0.46, ha_1 0.18, inv_1 0.06, fa_1 0.41, nor2b_2 0.15, o31a_1 0.17
o21ai_2 0.08, o211a_1 0.27, a21oi_1 0.17, xor2_1 0.09
## metal layers
metal / up-vias / GRT usage, % / wire (um)
li1: 659 / - / -
met2: 32 / 17.2 / 1420
met4: 0 / 1.75 / 57
met5: - / 0 / 0
met3: 7 / 2.23 / 179
met1: 612 / 18.5 / 1720
## state kept, by name (all words and copies together), names as in the netlist
| signal | cells |
|---|---|
| sma_out | 16 |
| output_valid | 1 |
| sum | 19 |
## report_power, final
part	total, mW	leakage [nW]	internal [mW]	switching (mW)
clock	0.187	0.0532	0.108	0.0782
sequential	0.414	0.350	0.375	0.0394
combinational	0.440	0.518	0.224	0.217
total	1.04	0.922	0.707	0.334
## placed cells by master, fill, tap and decap left out, types with 2 or more instances in the layout
cell,instances
nor2_1,12
clkbuf_8,5
nand3_1,2
inv_1,6
o21ai_0,7
ha_1,16
o21ai_1,2
a31oi_1,2
xor2_1,4
nand4_1,2
a21oi_1,10
clkdlybuf4s50_1,34
nand3b_1,3
a211oi_1,2
clkinv_1,2
o21ai_2,3
a21o_1,5
nand2_1,7
o22ai_1,2
xnor2_1,10
o21a_1,5
edfxtp_1,35
## cell families (layout without fill, tap and decap cells)
group	after synthesis	in the layout	share of synthesized area, %
flops	36	36	55.5
xor+xnor	14	14	6.36
simple gates	36	36	9.74
fa+ha+maj	17	17	11.4
buf+inv	8	49	2.01
compound gates	43	43	14.9
## final cells by class
type | instances | share of cell area, %
clock buffer | 5 | 2.80
clock inverter | 3 | 1.53
inverter | 6 | 0.916
multi-input combinational | 110 | 33.3
sequential | 36 | 43.5
tap | 75 | 3.81
timing repair buffer | 35 | 14.1
Power and IR drop assume default switching activity.
