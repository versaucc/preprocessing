### run.sh
#!/bin/bash
# OpenROAD 26Q1-2900-gdf79404cd8, Yosys 0.63+post, stock flow scripts
make -C /OpenROAD-flow-scripts/flow DESIGN_CONFIG=/design/flow/config.mk WORK_HOME=/design/flow/orfs finish
### config.mk
export PLATFORM = sky130hd
export DESIGN_NAME = uartInterface
export DESIGN_NICKNAME = uartInterface
export VERILOG_FILES = /design/flow/design.v
export SDC_FILE = /design/flow/constraint.sdc
export NUM_CORES = 4
export LEC_CHECK = 1
export CORE_UTILIZATION = 40
### constraint.sdc
current_design uartInterface

set clk_period 3.5
set clk_io_pct 0.2

create_clock -name clk0 -period $clk_period [get_ports {clk}]

set non_clock_inputs [all_inputs -no_clocks]
set_input_delay [expr $clk_period * $clk_io_pct] -clock clk0 $non_clock_inputs
set_output_delay [expr $clk_period * $clk_io_pct] -clock clk0 [all_outputs]
### design.v
module uartReceiver #(
    parameter CLOCK_FREQ = 50000000,   
    parameter BAUD_RATE  = 115200
)(
    input  logic clk,
    input  logic reset_n,
    input  logic rx,                   
    output logic [7:0] data_out,       
    output logic       data_valid      
);
    localparam integer CLKS_PER_BIT = CLOCK_FREQ / BAUD_RATE;
    typedef enum logic [2:0] {
        IDLE,
        START_BIT,
        DATA_BITS,
        STOP_BIT,
        CLEANUP
    } state_t;
    state_t state;
    logic [15:0] clk_count;
    logic [2:0]  bit_index;
    logic [7:0]  rx_shift;
    always_ff @(posedge clk or negedge reset_n) begin
        if (!reset_n) begin
            state <= IDLE;
            clk_count <= 0;
            bit_index <= 0;
            data_out <= 0;
            data_valid <= 0;
        end else begin
            data_valid <= 0;   
            case (state)
                IDLE: begin
                    if (rx == 0) begin   
                        state <= START_BIT;
                        clk_count <= 0;
                    end
                end
                START_BIT: begin
                    if (clk_count == (CLKS_PER_BIT / 2)) begin
                        clk_count <= 0;
                        bit_index <= 0;
                        state <= DATA_BITS;
                    end else begin
                        clk_count <= clk_count + 1;
                    end
                end
                DATA_BITS: begin
                    if (clk_count == CLKS_PER_BIT - 1) begin
                        clk_count <= 0;
                        rx_shift[bit_index] <= rx;
                        if (bit_index == 7) begin
                            state <= STOP_BIT;
                        end else begin
                            bit_index <= bit_index + 1;
                        end
                    end else begin
                        clk_count <= clk_count + 1;
                    end
                end
                STOP_BIT: begin
                    if (clk_count == CLKS_PER_BIT - 1) begin
                        data_out <= rx_shift;
                        data_valid <= 1;
                        state <= CLEANUP;
                        clk_count <= 0;
                    end else begin
                        clk_count <= clk_count + 1;
                    end
                end
                CLEANUP: begin
                    state <= IDLE;
                end
            endcase
        end
    end
endmodule
module uartTransmitter #(
    parameter CLOCK_FREQ = 50000000,    
    parameter BAUD_RATE  = 115200
)(
    input  logic       clk,
    input  logic       reset_n,
    input  logic       send,            
    input  logic [7:0] data_in,         
    output logic       tx,              
    output logic       ready            
);
    localparam integer CLKS_PER_BIT = CLOCK_FREQ / BAUD_RATE;
    typedef enum logic [2:0] {
        IDLE,
        START_BIT,
        DATA_BITS,
        STOP_BIT,
        CLEANUP
    } state_t;
    state_t state;
    logic [15:0] clk_count;
    logic [2:0]  bit_index;
    logic [7:0]  tx_data;
    assign ready = (state == IDLE);
    always_ff @(posedge clk or negedge reset_n) begin
        if (!reset_n) begin
            state <= IDLE;
            clk_count <= 0;
            bit_index <= 0;
            tx <= 1;   
        end else begin
            case (state)
                IDLE: begin
                    tx <= 1;
                    if (send) begin
                        tx_data <= data_in;
                        state <= START_BIT;
                        clk_count <= 0;
                    end
                end
                START_BIT: begin
                    tx <= 0;
                    if (clk_count == CLKS_PER_BIT - 1) begin
                        clk_count <= 0;
                        state <= DATA_BITS;
                        bit_index <= 0;
                    end else begin
                        clk_count <= clk_count + 1;
                    end
                end
                DATA_BITS: begin
                    tx <= tx_data[bit_index];
                    if (clk_count == CLKS_PER_BIT - 1) begin
                        clk_count <= 0;
                        if (bit_index == 7) begin
                            state <= STOP_BIT;
                        end else begin
                            bit_index <= bit_index + 1;
                        end
                    end else begin
                        clk_count <= clk_count + 1;
                    end
                end
                STOP_BIT: begin
                    tx <= 1;
                    if (clk_count == CLKS_PER_BIT - 1) begin
                        clk_count <= 0;
                        state <= CLEANUP;
                    end else begin
                        clk_count <= clk_count + 1;
                    end
                end
                CLEANUP: begin
                    state <= IDLE;
                end
            endcase
        end
    end
endmodule
module uartInterface #(
    parameter CLOCK_FREQ = 50000000,
    parameter BAUD_RATE  = 115200
)(
    input  logic        clk,
    input  logic        reset_n,
    input  logic        rx,            
    output logic        tx,            
    output logic [7:0]  data_out,      
    output logic        data_valid,    
    input  logic        send,          
    input  logic [7:0]  data_in,       
    output logic        tx_ready       
);
    uartReceiver #(
        .CLOCK_FREQ(CLOCK_FREQ),
        .BAUD_RATE(BAUD_RATE)
    ) rx_inst (
        .clk(clk),
        .reset_n(reset_n),
        .rx(rx),
        .data_out(data_out),
        .data_valid(data_valid)
    );
    uartTransmitter #(
        .CLOCK_FREQ(CLOCK_FREQ),
        .BAUD_RATE(BAUD_RATE)
    ) tx_inst (
        .clk(clk),
        .reset_n(reset_n),
        .send(send),
        .data_in(data_in),
        .tx(tx),
        .ready(tx_ready)
    );
endmodule
==> out/results.ini <==
[synth]
ys_cells=356
synth.top_cell.area_share_pct=36.2
adder_share_pct=3.69
simple_gate_area_share_pct=22.6
netlist_instances=356
synth_area_per_cell_sq_um=10.5
top_area_cell=dfrtp_1
async_flop_share_pct=78.1
yosys.cell_count.top_type=dfrtp_1
netlist_logic_family_top=simple AND/OR/NAND/NOR gates
yosys.cell_types.count=56
yosys.stat.seqShare_pct=51.2
enable_flop_cells=16
ys_chip_area_sq_mm=0.00373
synth_area_sq_mm=0.00373
synthXorXnorAreaFrac_pct=2.82
topCellsByArea=dfrtp_1 36%, edfxtp_1 13%, nand2_1 4.9%
ys.flop_type=dfrtp_1
compound_area_share_pct=11.7
synth_warnings=2
ys_seq_elements=73
ys_sh_mux_pct=5.86
top_cells_by_count=54 x dfrtp_1, 49 x nand2_1, 24 x o21ai_0, 23 x nor2_1, 20 x nand3_1

[global_route]
grt_pass1_wl_mm=12.3
grt_antenna_before_repair=0
grt_max_degree=32
grt_most_used_layer=met1
grt_use_met1_pct=26.0
use_met2_pct=24.3
grt_overflow_total=0
gr-usage-all-layers_pct=16.2
first_global_vias=2548
grtUsageMet3_pct=3.90

[critical_path]
crit_start=rx_inst.clk_count[9]
worstRegToRegCells=5
timing.critical_path.to_type=flop
worstPathCellList=or4_4 > nor4_4 > o22ai_2 > and2_0 > mux2_2
required_ns=3.73
critical_path_class=reg2reg
start_kind=flop
max_stage_delay_ns=0.58
critPathMaxFanout=15
regToRegSetupSlack_ns=0.98
cp_slowest_cell=or4_4
arrival_ns=2.76
reg2reg_to=rx_inst.clk_count[9]
endpoint=rx_inst.clk_count[9]
worstReg2RegStart=rx_inst.clk_count[9]

[detailed_routing]
num_vias=2693
drc=0
first_pass_iters=4
antenna-diode-count=0
routed_via_density=5.41
wl_per_cell_um=14.3
wl_mm=7.12
drtIter0Drc=98
drtAntennaViolNets=0

[job]
tool_warnings=30
max-cap-violations=0

[die]
row_count=34
design.core.area_sq_mm=0.00889
num_io_pins=23
dieArea_sq_mm=0.00972
dieWidth_um=98.6
die_y_um=98.6
initCoreUtil_pct=42.0

[final_timing]
max_slew_margin_pct=44.2
fin_setup_tns_ns=0
final_hold_viol_count=0
fmax_ghz=0.396
finalCritPeriodShare_pct=72.1
rsz0062_at_grt=no
worstMarginPinSlew_ns=0.831
drv_slew=0
finalSetupViolCount=0
final.min_clock_period_ns=2.52
clock_skew_ns=0.0117

[clock_tree]
root_buffer=clkbuf_8
cts_tree=yes
clk_pin_slew_worst_paths_ns=0.08
ctsResizeCount=0
clk_latency_ns=0.34
htreeDepth=3
postCtsSetupBuffers=0
holdBufCountCts=0
clock_sinks=73
cts_buffer_depth=2
numCtsBuffers=9

[pwr]
p_total_mw=1.68
power.density_mw_per_mm2=389
power.leakage_nw=1.84
vdd_drop_max_mv=0.307

[placement]
dpl.cell_count=482
port_buffers=22
place_congestion=0.849
hpwl_mm=4.91

[cells_and_area]
final_layout_size_suffix_gt1_share_pct=12.8
area_delta_synth_final_pct=15.6
fillCellCount=791
instances_no_fill=498

[outcome]
status=complete, no violations

[worst_hold_path]
hold_class=in2async

-- power by group --
group	switching, mW	leakage, nW	internal (mW)
Clock	0.309	0.118	0.474
Combinational	0.0159	0.857	0.0112
Sequential	0	0.865	0.867
Total	0.325	1.84	1.35
-- registers in the layout (all words and copies together) (netlist names), 3 cells and up --
register / count
rx_inst.state: 5
tx_inst.clk_count: 16
rx_inst.rx_shift: 8
rx_inst.clk_count: 16
tx_inst.tx_data: 8
rx_inst.bit_index: 3
tx_inst.state: 5
rx_inst.data_out: 8
tx_inst.bit_index: 3
-- worst min-delay path by stage --
stage	slack, ns	cells past startpoint	endpoint
after global routing	0.43	1	tx_inst.bit_index[2]
final	0.39	1	tx_inst.clk_count[15]
after CTS	0.41	1	tx_inst.bit_index[2]
-- metrics by stage --
stage / util, % / hold WS [ns] / setup WS (ns) / area [sq um]
after floorplan: - / 0.404 / 1.36 / 3730
after global placement: 45.9 / 0.430 / 0.946 / 4080
after detailed placement: 45.9 / 0.420 / 0.907 / 4080
after CTS: 48.5 / 0.411 / 0.995 / 4320
after global routing: 48.5 / 0.434 / 0.845 / 4320
final: 48.5 / 0.390 / 0.976 / 4320
-- cells by family (layout without fill, tap and decap cells) --
family                   count (synthesis)  after routing
AND/OR/NAND/NOR                        156            156
flip-flops                              73             73
AND-OR/OR-AND                           66             66
buffers and inverters                   20             54
multiplexers                            18             18
XOR/XNOR                                12             12
adder cells (fa/ha/maj)                 11             11
-- cell type report --
type                            instances  area [sq um]  area share (%)
Inverter                               12          45.0            1.04
Multi-Input combinational cell        263          1740            40.4
Tap cell                              108           135            3.13
Timing Repair Buffer                   26           245            5.68
Clock buffer                           11           131            3.04
Sequential cell                        73          1910            44.3
Clock inverter                          5           104            2.41
-- critical path, delay by kind of cell (launching register included) --
kind	cells	cell delay [ns]
AOI/OAI and AO/OA	1	0.37
DFF	1	0.41
muxes	1	0.25
and+or+nand+nor	3	1.38
-- placed cells by master, fill, tap and decap left out, types with 3 or more instances in the layout --
cell type / Yosys / layout
dfrtp_1: 54 / 54
nand2_1: 49 / 49
o21ai_0: 24 / 24
nor2_1: 23 / 23
clkdlybuf4s50_1: 0 / 21
nand3_1: 20 / 20
edfxtp_1: 16 / 16
inv_1: 12 / 12
nor3_1: 12 / 12
mux2_2: 11 / 11
ha_1: 11 / 11
a22o_1: 10 / 10
xor2_1: 9 / 9
clkbuf_8: 0 / 9
nand4_1: 7 / 7
a21oi_1: 7 / 7
a31oi_1: 6 / 6
and3_1: 5 / 5
mux2i_1: 5 / 5
nor4_1: 4 / 4
buf_4: 0 / 4
xnor2_1: 3 / 3
or3b_2: 3 / 3
or4_1: 3 / 3
o22ai_1: 3 / 3
nor2b_1: 3 / 3
or2_2: 3 / 3
and4_1: 3 / 3
nor3b_1: 3 / 3
bufinv_16: 0 / 3
dfstp_2: 3 / 3
-- metal layers --
layer | wire length [um] | share of wire [%]
met3 | 248 | 3.5
met5 | 0 | 0
met4 | 43 | 0.60
met1 | 3620 | 51
met2 | 3220 | 45
No activity file was given, so power comes from the tool's default toggle rates.
